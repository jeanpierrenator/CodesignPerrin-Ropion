===== design/flow/config.mk =====
export PLATFORM = sky130hd
export DESIGN_NAME = modMultiPWM
export DESIGN_NICKNAME = modMultiPWM
export VERILOG_FILES = /design/flow/design.v
export SDC_FILE = /design/flow/constraint.sdc
export NUM_CORES = 4
export LEC_CHECK = 1
export CORE_UTILIZATION = 40

===== design/flow/design.v =====
module modMultiPWM ( ClkIn, PWMout, nLatch, Ton, oe);
parameter NB_PWM = 24;				 
parameter RESOLUTION = 10;			 
input ClkIn;
input[(NB_PWM-1):0] nLatch;
input[(NB_PWM-1):0] oe; 
input[(RESOLUTION-1):0] Ton;
output[(NB_PWM-1):0] PWMout;
genvar i;
generate for ( i = 0; i < NB_PWM ; i = i+1 )
    begin: 
		inst modPWM #(RESOLUTION) PWM_i (ClkIn, PWMout[i], Ton, nLatch[i],oe[i]);
    end
endgenerate
endmodule
module modPWM(ClkIn, PWMout,Ton,nLatch,oe);
parameter RESOLUTION = 10;			 
input ClkIn,nLatch,oe;
input[(RESOLUTION-1):0] Ton;
output PWMout;
reg PWMout_local;
reg[(RESOLUTION-1):0] NbTon, NbTclkIn;
initial
begin
	NbTon <=0;
	NbTclkIn <=0;
end
always@(negedge(nLatch))
begin
	NbTon = Ton;
end
always@(negedge(ClkIn))
begin
	if (NbTclkIn < NbTon) PWMout_local <= 1'b1;
	else PWMout_local <= 1'b0;
	NbTclkIn <= NbTclkIn + 10'd1;
end
bufif1(PWMout,PWMout_local,oe);
endmodule

===== design/flow/run.sh =====
#!/bin/bash
# OpenROAD 26Q1-2900-gdf79404cd8, Yosys 0.63+post, stock flow scripts
make -C /OpenROAD-flow-scripts/flow DESIGN_CONFIG=/design/flow/config.mk WORK_HOME=/design/flow/orfs finish

===== design/flow/constraint.sdc =====
current_design modMultiPWM

set clk_period 2.2
set clk_io_pct 0.2

create_clock -name clk0 -period $clk_period [get_ports {ClkIn}]
create_clock -name clk1 -period $clk_period [get_ports {nLatch}]

set non_clock_inputs [all_inputs -no_clocks]
set_input_delay [expr $clk_period * $clk_io_pct] -clock clk0 $non_clock_inputs
set_output_delay [expr $clk_period * $clk_io_pct] -clock clk0 [all_outputs]

==> run summary <==
Cell depth of the worst min-delay path = 5
Number of max-cap violations = 0
DIE AREA = 48,700 um^2
Post-synth area from yosys stat = 19,100 um^2
Cell with the most instances after synthesis = sky130_fd_sc_hd__dfxtp_1
Top non-seq family = adder cells
Final number of hold-violating endpoints = 0
Number of search-and-repair iterations in the first detailed-routing pass = 22
Drt via density = 4.47
Number of endpoints failing setup at the final stage = 24
RSZ-0062 raised after global routing = true
Arithmetic-cell share of the synthesized area counting full adders, half adders and majority gates = 15.7%
Distinct cell type count of the synthesized netlist = 23
Worst EP arrival = 2.07 ns
Family of cells with the greatest summed delay on the critical path = flip-flops
Slowest CP cell = sky130_fd_sc_hd__dfxtp_1
Total vias in the final route = 13,817
Fraction of layout instances using a drive strength above 1 = 7.37%
Final non-filler cell total = 3,092
Number of synthesized flops with an enable pin = 0
Number of warnings in the stage logs = 1,078
Synthesized-area fraction occupied by ao, oa, aoi and oai cells = 6.28%
Die span in x = 221 um
Post-CTS setup repair buffer count = 0
Global-route wire length before repair = 63,000 um
Post-route core utilization = 53.3%
Syn-to-layout area delta = 30.5%
Worst-case vdd ir drop = 0.000876 V
Core ar. = 46,900 um^2
Number of clock sinks = 504
Cell total after placement = 2,461
Pin slew with the least headroom to its limit = 0.719 ns
DP HPWL = 21,700 um
Critical Path, Cell by Cell = buf_2
Post-route clock skew = 0.0210 ns
Final Cell Area = 25,000 um^2
Clock-pin slew on the worst setup and hold paths = 0.04 ns
Chip height = 221 um
Tightest hold margin = 0.369 ns
Aggregate negative setup slack = -7.23 ns
Run status = finished with violations
Netlist area before placement = 19,100 um^2
Number of nets with antenna violations after routing = 0
Floorplan core density = 40.8%
Max Slew Vio Count = 0
Count of input and output buffers = 34
Total cells reported by yosys after synthesis = 1,836
Worst Reg-to-Reg Cells = 5
TritonCTS clock tree = built
Startpoint of the worst hold path = inst[3].PWM_i.NbTon[9]
Startpoint types = register
Cells after Synth = 1,836
Setup Slack @ Placement = -0.181 ns
Synthesized area divided by synthesized cell count = 10.4 um^2
Warning count from the yosys run = 1
Static Leak = 13.5 nW
Largest stage delay on the critical path = 0.29 ns
Power density over the cells = 1060 nW/um^2
Data required time of the critical path = 1.76 ns
Xor-xnor portion of the synthesized cell area = 8.79%
Fill count = 3,884
CP Class = register to output pin
Most common flop cell mapped by yosys = sky130_fd_sc_hd__dfxtp_1
Cell taking the most area after synthesis = sky130_fd_sc_hd__dfxtp_1
Register bit total from synthesis = 504
Avg WL per Cell = 12.0 um
Violation tally from detailed-route iteration zero = 554
Area of placed instances = 20,200 um^2
Share of the yosys chip area belonging to registers = 52.8%
Pin count of the biggest net entering global routing = 25
Class of the worst hold path = register to register
Total power of the final layout = 26.5 mW
Via count of the first global-routing pass = 14,958
Initial antenna violation count = 6
Placer congestion estimate = 0.812
Total I/O pin count = 83
Start of the worst register-to-register path = inst[6].PWM_i.NbTclkIn[4]
Critical path depth in cells = 1
Most area-consuming cells after synthesis = sky130_fd_sc_hd__dfxtp_1 53%, sky130_fd_sc_hd__ha_1 16%, sky130_fd_sc_hd__inv_1 5.5%, sky130_fd_sc_hd__xnor2_1 5.4%, sky130_fd_sc_hd__nand3_1 3.5%
Crit path setup slack, layout = -0.315 ns
Violations in the final reports = negative setup slack
Proportion of synthesized flip-flops having asynchronous set or reset = 0%
Overflow left after global routing = 0
Worst slew margin relative to its limit = 52.1%
Total buffers and inverters traversed by the critical path = 1
Simple-gate share of the synthesized area = 10.0%
Most used standard cells in the synthesized netlist = 504 x sky130_fd_sc_hd__dfxtp_1, 281 x sky130_fd_sc_hd__inv_1, 240 x sky130_fd_sc_hd__ha_1, 132 x sky130_fd_sc_hd__nand3_1, 118 x sky130_fd_sc_hd__xnor2_1
Residual DRC count = 0
Core Rows = 79
GRT Resource Usage Total = 17.1%
Start point of the critical path = inst[19].PWM_i.PWMout_local
Setup crit end kind = output pin
Detailed-route wire length = 37,000 um
Top fanout value on the critical path = 1
Share of the synthesized area in the top cell type = 52.8%
Synth mux share = 0%
[state kept, by name, indices dropped and copies added, names as in the netlist]
register / cells
inst.PWM_i.PWMout_local: 24
inst.PWM_i.NbTon: 240
inst.PWM_i.NbTclkIn: 240
[final timing paths]
| path | end | slack, ns |
|---|---|---|
| setup / recovery | PWMout[19] | -0.31 |
| max in group clk1 | inst[9].PWM_i.NbTon[6] | 0.13 |
| setup reg to reg | inst[6].PWM_i.PWMout_local | 0.69 |
| hold reg to reg | inst[3].PWM_i.PWMout_local | 0.37 |
| hold / removal | inst[3].PWM_i.PWMout_local | 0.37 |
| min in group clk1 | inst[1].PWM_i.NbTon[9] | 1.76 |
[layer usage]
layer / GRT usage (%) / wire, um / up-vias
met5: 0 / 0 / -
li1: - / - / 7298
met2: 21.6 / 15300 / 315
met4: 11.3 / 1170 / 0
met3: 11.7 / 3010 / 98
met1: 20.8 / 17500 / 6106
[cell usage in the layout, fill, tap and decap left out, types with 26 or more instances in the layout]
cell type,instances
sky130_fd_sc_hd__a21oi_1,96
sky130_fd_sc_hd__and3_1,27
sky130_fd_sc_hd__buf_2,26
sky130_fd_sc_hd__clkbuf_16,109
sky130_fd_sc_hd__dfxtp_1,502
sky130_fd_sc_hd__ha_1,240
sky130_fd_sc_hd__inv_1,768
sky130_fd_sc_hd__nand2_1,114
sky130_fd_sc_hd__nand3_1,132
sky130_fd_sc_hd__nor2_1,71
sky130_fd_sc_hd__xnor2_1,118
sky130_fd_sc_hd__xor2_1,74
[tightest hold or removal path, stage by stage (launching register included)]
cell	delay (ns)
sky130_fd_sc_hd__dfxtp_1	0.28
sky130_fd_sc_hd__inv_1	0.04
sky130_fd_sc_hd__ha_1	0.12
sky130_fd_sc_hd__a21oi_1	0.04
sky130_fd_sc_hd__o21ai_0	0.06
sky130_fd_sc_hd__a21oi_1	0.05
[repair_timing]
item,CTS,global route
gates resized,74,0
hold buffers,0,0
endpoints found under the setup margin,24,24
cloned,0,0
pin swaps,0,0
[report_power, final]
part           internal, mW  total, mW  switching [mW]
Sequential             9.45       9.51          0.0560
Clock                  10.7       16.5            5.84
Combinational         0.182      0.486           0.304
Total                  20.3       26.5            6.20
[cells by family after synthesis]
| family | count (synthesis) |
|---|---|
| AOI/OAI and AO/OA | 192 |
| xor gates and xnor gates | 192 |
| DFF | 504 |
| buffers and inverters | 305 |
| and+or+nand+nor | 403 |
| adders and majority gates | 240 |
[layout make-up]
type	instances	area, um^2	share of cell area (%)
Clock inverter	546	2250	9.02
Sequential cell	504	10100	40.4
Timing Repair Buffer	42	370	1.48
Antenna cell	1	2.50	0.0100
Clock buffer	109	2730	10.9
Multi-Input combinational cell	1027	7800	31.3
Inverter	256	961	3.85
Tap cell	607	759	3.04
Power and IR drop assume default switching activity.
